==> /design/flow/design.v <==
`timescale 1ns / 1ps
module multiplier_1(
    input clk,
    input res_n,
    input start,
    input [15:0] arg1, arg2,
    output done,
    output [31:0] product
    );
    reg inc;
    reg assertDone;
    wire [31:0] num_accumulations;
    assign done = assertDone;
    always @(start) begin
        inc = 1'b1;
        assertDone = 1'b0;
    end
    always @(posedge clk) begin
        if (num_accumulations == (arg2 - 1)) begin
            inc <= 1'b0;
            assertDone <= 1'b1;
        end
    end
    accumulator acc (.clk(clk), .res_n(res_n), .inc(inc), .step(arg1), .sum(product), .num_acc(num_accumulations));   
endmodule
module accumulator (
    input clk,
    input res_n,
    input inc,
    input [15:0] step,
    output [31:0] sum,
    output [31:0] num_acc
);
    reg [31:0] accum;
    reg [31:0] num_accumulations;
    assign sum = accum;
    assign num_acc = num_accumulations;
    always @(posedge clk) begin
        if (~res_n) begin
            accum <= 32'b0;
            num_accumulations <= 32'b0;
        end
        else if (res_n && inc) begin
            accum <= accum + step;
            num_accumulations <= num_accumulations + 1;
        end
    end
endmodule
==> /design/flow/run.sh <==
#!/bin/bash
# OpenROAD 26Q1-2900-gdf79404cd8, Yosys 0.63+post, stock flow scripts
make -C /OpenROAD-flow-scripts/flow DESIGN_CONFIG=/design/flow/config.mk WORK_HOME=/design/flow/orfs finish
==> /design/flow/config.mk <==
export PLATFORM = sky130hd
export DESIGN_NAME = multiplier_1
export DESIGN_NICKNAME = multiplier_1
export VERILOG_FILES = /design/flow/design.v
export SDC_FILE = /design/flow/constraint.sdc
export NUM_CORES = 4
export LEC_CHECK = 1
export CORE_AREA = 10 10 114 114
export DIE_AREA = 0 0 124 124
==> /design/flow/constraint.sdc <==
current_design multiplier_1

set clk_period 7.8
set clk_io_pct 0.2

create_clock -name clk0 -period $clk_period [get_ports {clk}]

set non_clock_inputs [all_inputs -no_clocks]
set_input_delay [expr $clk_period * $clk_io_pct] -clock clk0 $non_clock_inputs
set_output_delay [expr $clk_period * $clk_io_pct] -clock clk0 [all_outputs]
==> reports/metrics.yaml <==
run:
  drv_cap: 0
  openroad.warnings: 42
critical_path:
  rr_startpoint: "acc.accum[0]$_SDFF_PN0_"
  worst-r2r-cell-count: 8
  critPathBufInv: 1
  max_stage_delay_ns: 0.42
  crit_chain: "clkdlybuf4s50_1 -> ha_1 -> fa_1 -> a21oi_1 -> o22ai_2 -> a21o_1 -> a211o_1 -> nand4_1 -> mux2i_1"
  cp.required_ns: 8.01
  end_kind: "flop"
  arrival_ns: 3.99
  start_kind: "input port"
  slowest_stage: "fa_1"
  critPathKind: "in2reg"
  cp_max_fo: 5
  path_delay_family: "AND-OR/OR-AND gates"
  r2r_slack_ns: 5.41
  worstReg2RegEnd: "acc.accum[20]$_SDFF_PN0_"
sta:
  rsz0062_at_grt: "false"
  fmax_ghz: 0.264
  finalCritPeriodShare_pct: 48.5
  hold_ws_ns: 0.490
  finalSetupTns_ns: 0
  layout_setup_ws_ns: 4.02
  setup_violations: 0
  drv_slew: 0
  slew-limit-headroom_pct: 61.0
  period_needed_ns: 3.78
  hold_viol_final: 0
  fin_worst_skew_ns: 0.0110
  tightest_slew_ns: 0.585
clock_tree:
  clk_pin_slew_ns: 0.07
  cts_tree: "yes"
  cts_buffers: 5
  clock_path_buffers: 2
  post_cts_resized: 0
  clock_sinks: 32
  htreeDepth: 2
  cts_hold_buffers: 0
  cts_root_buffer: "clkbuf_8"
  clk_latency_ns: 0.29
  postCtsSetupBuffers: 0
logic_synthesis:
  netlist_instances: 236
  netlist_area_sq_um: 2050
  synth_area_per_cell_sq_um: 8.68
  yosysWarningCount: 2
  ys_chip_area_sq_um: 2050
  ys.flop_type: "dfxtp_1"
  edf_count: 0
  ys_async_sr_fraction_pct: 0
  ys_seq_share_pct: 31.3
  synth.distinct_cells: 49
  ys.flops: 32
  synth_stat.cells: 236
floorplanning:
  dieArea_sq_um: 15400
  row_count: 37
  fp.dieW_microns: 124
  ioPinCount: 68
  core_area_sq_um: 10400
  initial_core_util_pct: 19.7
  die_height_microns: 124
layout:
  mostFrequentLayoutCells: "49 x clkdlybuf4s50_1, 32 x dfxtp_1, 21 x nand2_1"
  final_core_util_pct: 26.7
  area_growth_pct: 35.9
  reg_top3: "acc.accum x32"
  regMostFlops: "acc.accum"
  layout.cells.most_common: "clkdlybuf4s50_1"
  fillCellCount: 1108
  layout.cells.non_filler: 422
  regArea_sq_um: 641
  comb_area_sq_um: 1340
  largest_register_ffs: 32
  drive_above_1_share_pct: 7.69
placement:
  io_buffers: 49
  post-place-ws_ns: 3.75
  place.gp.congestion: 0.846
  dp_hpwl_microns: 4250
  numPlacedInstances: 414
routing:
  wirelength_microns: 5450
  antennaDiodeCount: 0
  drt-initial-drc-count: 76
  vias_per_cell: 4.30
  drc: 0
  firstDrtPassIters: 4
  ant_nets: 0
  post_drt_wl_per_cell_microns: 12.9
  vias: 1813
power_and_ir_drop:
  p_leak_nw: 1.12
  ir_worst_vdd_mv: 0.0794
  power.density_nw_per_um2: 286
run_status:
  status: "finished clean"
hold_path:
  hp-class: "reg2reg"
  holdPathEnd: "acc.accum[26]$_SDFF_PN0_"
  hold_path_depth: 2
  hp-start: "acc.accum[26]$_SDFF_PN0_"
grt:
  grt-ovfl-total: 0
  grt_util_all_layers_pct: 7.15
  grt_pass1_wl_microns: 8920
  antenna_found_initial: 0
  grt_max_degree: 31
  grt_pass1_vias: 1770
## layer usage
metal,GRT usage (%),vias up,share of wire (%)
met5,0,-,0
met4,0.935,0,1.2
met3,2.62,4,8.1
met2,10.8,46,43
met1,9.87,808,48
li1,-,955,-
## report_power, final
part	internal (W)	switching [W]	total [W]
sequential	0.000199	0.0000207	0.000220
combinational	0.000204	0.000213	0.000417
clock	0.0000949	0.0000648	0.000160
## worst max-delay path by stage
stage | startpoint | endpoint | cells past startpoint
6_report | arg1[0] | acc.accum[20]$_SDFF_PN0_ | 9
5_1_grt | arg1[0] | acc.accum[20]$_SDFF_PN0_ | 9
4_1_cts | arg1[0] | acc.accum[28]$_SDFF_PN0_ | 9
## Yosys cell counts (all sizes together) (7+ instances only)
cell	n	area share, %
a21o	10	3.7
a21oi	16	3.9
dfxtp	32	31
ha	16	9.8
inv	7	1.3
mux2i	9	4.4
nand2	21	3.8
nand2b	10	3.1
nand3	13	3.2
nor2	18	3.4
o21ai	7	2.8
xnor2	8	3.4
## area by class of cell
class	instances	area share (%)
Timing Repair Buffer	50	17.9
Clock inverter	2	1.26
Clock buffer	6	2.61
Sequential cell	32	23.0
Multi-Input combinational cell	189	48.2
Inverter	7	0.944
Tap cell	136	6.12
## cells by family after synthesis
logic type,Yosys count,share of synthesized area [%]
compound gates,56,20.9
fa+ha+maj,17,10.8
buf+inv,15,3.30
xor+xnor,12,5.13
flops,32,31.3
mux,10,4.95
other cells,1,0.183
simple gates,93,23.5
## tightest hold or removal path: stages (launching register included)
cell and delay, ns:
dfxtp_1 0.33, nand2_1 0.06, mux2i_1 0.06
## per-stage QoR
stage          cell area, sq um  power [W]
2_1_floorplan              2050   0.000509
3_5_place_dp               2680   0.000642
3_3_place_gp               2680   0.000641
4_1_cts                    2780   0.000808
5_1_grt                    2780   0.000866
6_report                   2780   0.000797
Power figures rest on the tool's default switching activity, not on a simulated workload.
