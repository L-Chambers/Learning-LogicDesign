`flow/config.mk`:
```
export PLATFORM = sky130hd
export DESIGN_NAME = adder_16b
export DESIGN_NICKNAME = adder_16b
export VERILOG_FILES = /design/flow/design.v
export SDC_FILE = /design/flow/constraint.sdc
export NUM_CORES = 4
export LEC_CHECK = 1
export CORE_AREA = 10 10 70 70
export DIE_AREA = 0 0 80 80
```
`flow/constraint.sdc`:
```
current_design adder_16b

set clk_period 1.3
set clk_io_pct 0.2

create_clock -name clk0 -period $clk_period

set non_clock_inputs [all_inputs -no_clocks]
set_input_delay [expr $clk_period * $clk_io_pct] -clock clk0 $non_clock_inputs
set_output_delay [expr $clk_period * $clk_io_pct] -clock clk0 [all_outputs]
```
`flow/design.v`:
```
`timescale 1ns / 1ps  
module full_adder (
    input a,
    input b,
    input cin,
    output sum,
    output cout
);
    assign sum = (a ^ b ^ cin);
    assign cout = (a & b) | (a & cin) | (b & cin);
endmodule
module adder_4b (
    input  cin,
    input  [3:0] a,
    input  [3:0] b,
    output [3:0] sum,
    output cout
);
    wire c01;  
    wire c12;  
    wire c23;  
    full_adder bit0 (.a(a[0]), .b(b[0]), .cin(cins), .sum(sum[0]), .cout(c01));
    full_adder bit1 (.a(a[1]), .b(b[1]), .cin(c01),  .sum(sum[1]), .cout(c12));
    full_adder bit2 (.a(a[2]), .b(b[2]), .cin(c12),  .sum(sum[2]), .cout(c23));
    full_adder bit3 (.a(a[3]), .b(b[3]), .cin(c23),  .sum(sum[3]), .cout(cout));
endmodule
module adder_16b (
    input  [15:0] a,
    input  [15:0] b,
    output [15:0] sum,
    output cout
);
    wire c34;  
    wire c78;  
    wire c1112;  
    adder_4b bits0to3   (.cin(1'b0),  .a(a[3:0]),   .b(b[3:0]),   .sum(sum[3:0]),   .cout(c34));
    adder_4b bits4to7   (.cin(c34),   .a(a[7:4]),   .b(b[7:4]),   .sum(sum[7:4]),   .cout(c78));
    adder_4b bits8to11  (.cin(c78),   .a(a[11:8]),  .b(b[11:8]),  .sum(sum[11:8]),  .cout(c1112));
    adder_4b bits12to15 (.cin(c1112), .a(a[15:12]), .b(b[15:12]), .sum(sum[15:12]), .cout(cout));
endmodule
```
`flow/run.sh`:
```
#!/bin/bash
# OpenROAD 26Q1-2900-gdf79404cd8, Yosys 0.63+post, stock flow scripts
make -C /OpenROAD-flow-scripts/flow DESIGN_CONFIG=/design/flow/config.mk WORK_HOME=/design/flow/orfs finish
```
==> flow_metrics.env <==
# physical design summary
export IMPL_yosysCellCount=38
export IMPL_endpoint_kind="output port"
export IMPL_powerDensity_nw_per_um2=322
export IMPL_syn_area_per_cell_um2=11.0
export IMPL_initCoreUtil=0.123
export IMPL_die_y_um=80
export IMPL_dr_pass1_iters=1
export IMPL_drt_iter0_markers=0
export IMPL_status="finished with violations"
export IMPL_num_io_pins=49
export IMPL_seqCellArea_um2=0
export IMPL_gp_congestion=0.824
export IMPL_vias_per_cell=2.91
export IMPL_wl_per_cell_um=10.6
export IMPL_final_layout_top_logic_cells="buf_2, clkdlybuf4s50_1, fa_2"
export IMPL_critPathArrivalTime_ns=1.75
export IMPL_rsz0062_at_grt="true"
export IMPL_layout_top_cell="buf_2"
export IMPL_grt_pass1_wl_mm=1.98
export IMPL_gr_total_overflow=0
export IMPL_dpl_worst_slack_ns=-1.44
export IMPL_grtUsageTotal=0.0369
export IMPL_antenna_found_initial=0
export IMPL_rows=21
export IMPL_violations="negative setup slack"
export IMPL_grt_met2_usage=0.0658
export IMPL_fin_ws_ns=-0.712
export IMPL_path_class="in2out"
export IMPL_cp_required_ns=1.04
export IMPL_cts_setup_buffers=0
export IMPL_irDropWorstVdd_mv=0.0716
export IMPL_ys_seq_frac=0
export IMPL_syn_area_um2=419
export IMPL_hold_class="in2out"
export IMPL_endpoint="sum[15]"
export IMPL_path_max_fanout=1
export IMPL_die_area_um2=6400
export IMPL_wl_mm=1.23
export IMPL_synth_warnings=5
export IMPL_drive_gt1_frac=0.571
export IMPL_nClkBuffers=0
export IMPL_yosysChipArea_um2=419
export IMPL_grt_pass1_vias=412
export IMPL_min_period_over_period=1.55
export IMPL_hold_violations=0
export IMPL_portBuffers=45
export IMPL_tool_warnings=35
export IMPL_die_width_um=80
export IMPL_route_vias_total=337
export IMPL_final_util=0.223
export IMPL_dpl_hpwl_mm=1.22
export IMPL_finalSetupTns_ns=-4.35
export IMPL_busiest_layer="met2"
export IMPL_power_leakage_uw=0.000357
export IMPL_period_minus_slack_ns=2.01
export IMPL_critPathLaunch="b[12]"
export IMPL_core_area_um2=3420
export IMPL_met1_usage=0.0376
export IMPL_grt_max_degree=2
export IMPL_met3_usage=0.0239
export IMPL_postSynthCellCount=38
export IMPL_startpoint_type="input port"
export IMPL_n_sequential_cell=0
export IMPL_cap_violations=0
export IMPL_drcViolationCount=0
export IMPL_fmax_ghz=0.497
export IMPL_area_growth_pct=81.8
export IMPL_ys_types=6
export IMPL_diodes=0
export IMPL_ant_nets=0
export IMPL_drv_slew=0
export IMPL_setup_violations=13
per-stage QoR:
step / cell area [um2] / power (uW) / instances / hold WS (ns)
CTS: 772 / 265 / 116 / 0.905
floorplan: 460 / 169 / 41 / 0.747
finish: 762 / 246 / 116 / 0.879
detailed placement: 848 / 339 / 116 / 1.59
global placement: 848 / 333 / 116 / 1.58
global route: 762 / 288 / 116 / 0.909
cells by family (layout without fill, tap and decap cells):
logic type	after synthesis	count (layout)	synth area share
buffers and inverters	21	50	0.331
adders and majority gates	9	9	0.430
and+or+nand+nor	4	4	0.0597
xor gates and xnor gates	3	3	0.170
other	1	4	0.00895
worst max-delay path, stage by stage:
cell	delay, ns
buf_6	0.09
and2_4	0.14
fa_2	0.33
fa_2	0.34
inv_2	0.06
fa_1	0.39
inv_1	0.06
buf_2	0.08
report_power, final:
group	total (uW)	leakage (uW)	internal, uW	switching [uW]
Combinational	246	0.000357	177	68.2
Clock	0	0	0	0
Sequential	0	0	0	0
routing by layer:
metal  up-vias  part of all wire  routed length, um
met4         0                 0                  0
met3         0              0.17                204
met1       157              0.32                391
li1        155                 -                  -
met5         -                 0                  0
met2        25              0.51                629
final cells by class:
cell class / count / area, um2
multi-input combinational: 20 / 322
inverter: 5 / 18.8
tap: 46 / 57.6
fill: 379 / 2650
timing repair buffer: 45 / 364
how the worst min path moves through the flow:
stage	startpoint	end	slack, ns	cells past startpoint
4_1_cts	a[13]	sum[13]	0.91	3
5_1_grt	b[1]	sum[1]	0.91	3
6_report	b[1]	sum[1]	0.88	3
synth_stat cells:
| master | number | area share |
|---|---|---|
| and2_1 | 4 | 0.060 |
| buf_4 | 16 | 0.29 |
| conb_1 | 1 | 0.0089 |
| fa_1 | 9 | 0.43 |
| inv_1 | 5 | 0.045 |
| xor3_1 | 3 | 0.17 |
repair_timing:
action	4_1_cts	5_1_grt
cloned	0	0
endpoints found under the setup margin	13	13
hold buffers	0	0
pin swaps	16	11
gates resized	88	6
hold endpoints to repair	0	0
Power and IR drop assume default switching activity.
