==> flow/design.v <==
`timescale 1ns / 1ps
module multiplier_4(
    input clk,
    input res_n,
    input start,
    input [15:0] arg1, arg2,
    output done,
    output [31:0] product
    );
    reg res_accum;
    reg inc;
    reg assertDone;
    wire step;
    reg [31:0] i;
    reg [2:0] n;
    reg [31:0] numx4;  
    wire [31:0] num_accumulations;
    always @(start) begin
        inc = 1'b1;
        assertDone = 1'b0;
        numx4 = arg2 / 4;
        if (numx4 == 0)
            n = arg2 - 4*(arg2/4);  
        else
            n = 3'd4;
    end
    always @(posedge clk) begin
        if (num_accumulations >= (numx4)) begin
            inc <= 1'b0;
            assertDone <= 1'b1;
        end
        else if (num_accumulations == (numx4 - 1)) begin
            n <= arg2 - 4*(arg2/4);  
        end
    end
    assign done = assertDone;
    accumulator_4 acc4 (.clk(clk), .n(n), .res_n(res_n), .inc(inc), .step(arg1), .sum(product), .num_acc(num_accumulations));   
endmodule
module accumulator_4(
    input clk,
    input res_n,
    input inc,
    input [2:0] n,
    input [15:0] step,
    output [31:0] sum,
    output [31:0] num_acc
    );
	reg [31:0] accum;
	reg [31:0] num_accumulations;
	reg [15:0] step1, step2, step3, step4;
    assign sum = accum;
    assign num_acc = num_accumulations;
	initial begin
		accum = 32'b0;
		num_accumulations = 32'b0;
	end
	always@(*) begin
		step1 = step;
		step2 = step1 + step;
		step3 = step2 + step;
		step4 = step3 + step;
	end
	always@(posedge clk) begin
		if (~res_n)  
			accum <= 32'b0;
		else if (inc) begin  
			if (n == 1) 
				accum <= accum + step1;
			else if (n == 2) 
				accum <= accum + step2;
			else if (n == 3) 
				accum <= accum + step3;
			else if (n == 4) 
				accum <= accum + step4;
			num_accumulations <= num_accumulations + 1;
		end
	end
endmodule
==> flow/run.sh <==
#!/bin/bash
# OpenROAD 26Q1-2900-gdf79404cd8, Yosys 0.63+post, stock flow scripts
make -C /OpenROAD-flow-scripts/flow DESIGN_CONFIG=/design/flow/config.mk WORK_HOME=/design/flow/orfs finish
==> flow/config.mk <==
export PLATFORM = sky130hd
export DESIGN_NAME = multiplier_4
export DESIGN_NICKNAME = multiplier_4
export VERILOG_FILES = /design/flow/design.v
export SDC_FILE = /design/flow/constraint.sdc
export NUM_CORES = 4
export LEC_CHECK = 1
export CORE_UTILIZATION = 40
==> flow/constraint.sdc <==
current_design multiplier_4

set clk_period 13.8
set clk_io_pct 0.2

create_clock -name clk0 -period $clk_period [get_ports {clk}]

set non_clock_inputs [all_inputs -no_clocks]
set_input_delay [expr $clk_period * $clk_io_pct] -clock clk0 $non_clock_inputs
set_output_delay [expr $clk_period * $clk_io_pct] -clock clk0 [all_outputs]
==> results.ini <==
[run_status]
status = aborted with a tool error
haltStage = synthesis (1_2_yosys)
error_line = ERROR: Found 2 problems in 'check -assert'.

[yosys]
ys_seq_share_pct = 26.7
yosysWarnings = 2
yosys-stat-cells = 750
synth.distinct_cells = 66
synthArstFlopShare_pct = 0
ys_seq_elements = 66
ys_area_um2 = 6220
synth-edff-count = 34
synthFlopType = edfxtp_1

## Yosys cell counts (3+ instances only)
| library cell | instances | area share, % |
|---|---|---|
| o31ai_2 | 3 | 0.60 |
| xnor2_1 | 61 | 8.6 |
| nor3_1 | 16 | 1.3 |
| o211ai_1 | 11 | 1.3 |
| nor2_1 | 63 | 3.8 |
| a21oi_1 | 56 | 4.5 |
| or3_1 | 3 | 0.30 |
| a21boi_0 | 3 | 0.36 |
| nor2b_1 | 10 | 1.0 |
| xor2_1 | 37 | 5.2 |
| and4_1 | 4 | 0.56 |
| and2_1 | 4 | 0.40 |
| nand2b_1 | 6 | 0.60 |
| nand3_1 | 40 | 3.2 |
| nand2_1 | 74 | 4.5 |
| o21a_1 | 8 | 0.97 |
| o31ai_1 | 5 | 0.60 |
| o22ai_1 | 3 | 0.30 |
| clkbuf_1 | 19 | 1.1 |
| ha_1 | 68 | 14 |
| o21bai_1 | 3 | 0.36 |
| nor4_1 | 11 | 1.1 |
| a31oi_1 | 3 | 0.30 |
| a21o_1 | 20 | 2.4 |
| dfxtp_1 | 32 | 10 |
| a41o_1 | 3 | 0.48 |
| and3_1 | 15 | 1.5 |
| o21ai_0 | 38 | 3.1 |
| a211oi_1 | 4 | 0.48 |
| inv_1 | 34 | 2.1 |
| nand4_1 | 12 | 1.2 |
| mux2i_1 | 3 | 0.48 |
| edfxtp_1 | 34 | 16 |
## logic make-up after synthesis
| family | synth area share (%) |
|---|---|
| DFF | 26.7 |
| other | 0.0603 |
| xor gates and xnor gates | 13.8 |
| adders and majority gates | 14.3 |
| and+or+nand+nor | 20.8 |
| AOI/OAI and AO/OA | 20.2 |
| muxes | 0.483 |
| buffers and inverters | 3.68 |
